==> ./design.v <==
`timescale 1ns / 1ps
module MUX8T1_32(
    input [31: 0] I0,
    input [31: 0] I1,
    input [31: 0] I2,
    input [31: 0] I3,
    input [31: 0] I4,
    input [31: 0] I5,
    input [31: 0] I6,
    input [31: 0] I7,
    input [2: 0] s,
    output [31: 0] o
    );
    reg [31: 0] o_t;
    always @(*) begin
        if ( s == 3'b000 )
            o_t = I0;
        else if ( s == 3'b001 )
            o_t = I1;
        else if ( s == 3'b010 )
            o_t = I2;
        else if ( s == 3'b011 )
            o_t = I3;
        else if ( s == 3'b100 )
            o_t = I4;
        else if ( s == 3'b101 )
            o_t = I5;
        else if ( s == 3'b110 )
            o_t = I6;
        else if ( s == 3'b111 )
            o_t = I7;
    end 
    assign o =  o_t;
endmodule
==> ./run.sh <==
#!/bin/bash
# OpenROAD 26Q1-2900-gdf79404cd8, Yosys 0.63+post, stock flow scripts
make -C /OpenROAD-flow-scripts/flow DESIGN_CONFIG=/design/flow/config.mk WORK_HOME=/design/flow/orfs finish
==> ./config.mk <==
export PLATFORM = sky130hd
export DESIGN_NAME = MUX8T1_32
export DESIGN_NICKNAME = MUX8T1_32
export VERILOG_FILES = /design/flow/design.v
export SDC_FILE = /design/flow/constraint.sdc
export NUM_CORES = 4
export LEC_CHECK = 1
export CORE_AREA = 10 10 168 168
export DIE_AREA = 0 0 178 178
==> ./constraint.sdc <==
current_design MUX8T1_32

set clk_period 8.2
set clk_io_pct 0.2

create_clock -name clk0 -period $clk_period

set non_clock_inputs [all_inputs -no_clocks]
set_input_delay [expr $clk_period * $clk_io_pct] -clock clk0 $non_clock_inputs
set_output_delay [expr $clk_period * $clk_io_pct] -clock clk0 [all_outputs]
==> summary.rpt <==
IMPLEMENTATION SUMMARY REPORT
----------------------------------------------------
[Outcome]
  Run status ........................ completed

[Yosys]
  Share of async-settable or async-resettable flops after synthesis ........................ 0
  Instance count of the mapped netlist ........................ 309
  Post-Syn Area ........................ 2860 um2
  Total cells reported by yosys after synthesis ........................ 309
  Yosys stat area ........................ 2860 um2
  Syn Area/Cell ........................ approximately 9 um2
  Yosys warning count ........................ 1
  Number of synthesized flops with an enable pin ........................ 0
  Top_reg_cell synth ........................ sky130_fd_sc_hd__dlxtn_1
  Post-synthesis register bit count ........................ 32
  Cell Type Count ........................ 30

[Critical path]
  Category of the worst setup path launch point ........................ input pin
  Chain of cells forming the critical path ........................ buf_6 > buf_4 > nand2b_4 > nor3_1 > o22ai_1 > o22a_1 > dlxtn_1 > clkdlybuf4s50_1
  Max stage delay cell, worst path ........................ sky130_fd_sc_hd__buf_4
  Category of the worst setup path capture point ........................ output port
  Path type of the worst setup path ........................ input pin to output port
  Maximum fanout count along the critical path ........................ between 50 and 60
  Stage delay of the slowest cell on the critical path ........................ ~700 ps
  Crit path to ........................ o[7]
  Worst EP required ........................ 6560 ps
  Critical path startpoint ........................ s[0]
  Arrival time of the worst setup path ........................ roughly 4600 ps

[Die]
  # IOs ........................ a little under 300
  Std cell rows ........................ 57
  Floorplan-stage core utilization ........................ 0.117
  Die area ........................ 31700 um2
  Die Wd ........................ between 150 and 200 um
  Core Area ........................ 24500 um2
  Die extent in y ........................ 178 um

[Power and ir drop]
  Proportion of power drawn by the clock network ........................ 0
  Switching power summed over all nets ........................ ~0.00009 W
  Internal power ........................ 0.000203 W
  Portion of total power attributed to sequential cells ........................ 0.071
  Logic gate share of total power ........................ 0.929
  Switching Share ........................ 0.308
  Max rail drop VDD ........................ 37.0 uV
  Leak Pwr ........................ 2.30 nW
  Cell Pwr Density ........................ just under 50 nW/um2

[Global routing]
  Via count of the first global-routing pass ........................ 3918
  First-pass GRT wire length ........................ around 24000 um
  Initial antenna violation count ........................ 0
  Total global-route track usage ........................ 0.102
  Largest net degree at the start of global routing ........................ 54
  Global-route congestion overflow total ........................ 0

[Run]
  OpenROAD warning count ........................ 32
  Max Cap Viol ........................ 0

[Final timing]
  Final setup violation count ........................ 0
  Endpoints left unconstrained ........................ 32
  Worst-Margin Slew ........................ 761 ps
  Final hold violations ........................ 0
  Timing-limited maximum frequency ........................ roughly 160 MHz
  Unrepaired setup endpoints after global routing ........................ no
  Register pins left without a clock ........................ 32
  Final number of max-transition violations ........................ 0
  Tightest slew margin relative to the limit ........................ 0.493
  Clock period minus final worst setup slack ........................ 6200 ps
  Total Neg Setup Slack ........................ 0 ps
  Final Cycle Share ........................ 0.756

[Layout]
  Max FFs per register ........................ 32
  Summed area of non-filler cells in the final layout ........................ 6100 um2
  Synth-to-layout area growth ........................ 113%
  Logic area ........................ between 2000 and 2500 um2
  Layout fillers ........................ 2585
  Share of cells above drive strength 1 ........................ 0.0814
  Flop area ........................ 480 um2

[Routing]
  Number of DRC violations after detailed-routing iteration 0 ........................ roughly 140
  Post-detailed-route DRC marker count ........................ 0
  Detail-routed via count per cell ........................ about 4.0
  Remaining number of nets flagged by the antenna check after routing ........................ 0
  Avg WL per Cell ........................ 18.7 um
  Routed via count ........................ 3684
  Antenna diode instance count ........................ 0
  Total Wirelength ........................ 17300 um
  Number of iterations in the first detailed-routing pass ........................ 4

[Place]
  Number of buffers added on ports ........................ 291
  Gp weighted congestion ........................ 0.825
  Total cell area at the placement stage ........................ ~6100 um2
  Placed wire-length estimate ........................ 14300 um

[Clock tree]
  Buffers inserted by post-CTS timing repair ........................ 0
  Number of resized instances in the post-cts repair step ........................ 0
  Number of hold buffers added after cts ........................ 0

----------------------------------------------------
==> routing by layer <==
metal,global-route usage,share of wire,routed length [um],vias to the layer above
met5,0,0,0,-
met4,0.00243,0.0022,39,0
met3,0.0286,0.092,1600,2
met2,0.184,0.51,8920,181
met1,0.125,0.39,6790,1712
li1,-,-,-,1789
==> worst max-delay path: cells and delay by family <==
family                 cells  cell delay [ps]
latches                    1              240
AND/OR/NAND/NOR            2              690
buffers and inverters      3             1550
AND-OR/OR-AND              2              370
==> area by class of cell <==
type / count / share of cell area
inverter: 1 / 0.000616
multi-input combinational: 272 / 0.370
sequential: 32 / 0.0788
tap: 324 / 0.0665
timing repair buffer: 297 / 0.484
==> Yosys cell counts (2+ instances only) <==
cell type / instances / share of area
sky130_fd_sc_hd__o22a_1: 23 / 0.070
sky130_fd_sc_hd__buf_8: 2 / 0.010
sky130_fd_sc_hd__nor3_1: 28 / 0.049
sky130_fd_sc_hd__o22ai_1: 23 / 0.050
sky130_fd_sc_hd__nor2_1: 28 / 0.037
sky130_fd_sc_hd__mux4_2: 32 / 0.25
sky130_fd_sc_hd__dlxtn_1: 32 / 0.17
sky130_fd_sc_hd__buf_4: 3 / 0.0079
sky130_fd_sc_hd__clkbuf_1: 9 / 0.012
sky130_fd_sc_hd__a41oi_1: 4 / 0.012
sky130_fd_sc_hd__a21oi_1: 6 / 0.010
sky130_fd_sc_hd__buf_1: 2 / 0.0026
sky130_fd_sc_hd__nand2b_1: 5 / 0.011
sky130_fd_sc_hd__mux2i_1: 31 / 0.11
sky130_fd_sc_hd__buf_2: 10 / 0.017
sky130_fd_sc_hd__nand2_1: 15 / 0.020
sky130_fd_sc_hd__a22oi_1: 23 / 0.060
sky130_fd_sc_hd__buf_6: 9 / 0.035
sky130_fd_sc_hd__nand3_1: 5 / 0.0087
sky130_fd_sc_hd__mux2_2: 5 / 0.020
sky130_fd_sc_hd__a22o_1: 4 / 0.012
sky130_fd_sc_hd__nor2b_1: 2 / 0.0044
==> logic make-up (layout without fill, tap and decap cells) <==
group / Yosys count / count (layout) / synth area share
other: 1 / 32 / 0.00131
latches: 32 / 32 / 0.168
muxes: 68 / 68 / 0.380
buffers and inverters: 36 / 298 / 0.0870
and+or+nand+nor: 86 / 86 / 0.140
AOI/OAI and AO/OA: 86 / 86 / 0.224
==> power by group through the flow <==
stage	clock (W)	sequential [W]	combinational, W
CTS	0	0.0000208	0.000277
global route	0	0.0000213	0.000295
finish	0	0.0000207	0.000273
==> through the flow <==
| step | cells | power (W) | utilization | setup slack [ps] |
|---|---|---|---|---|
| after floorplan | 340 | 0.000129 | - | 3720 |
| after global placement | 926 | 0.000296 | 0.249 | 1930 |
| after detailed placement | 926 | 0.000297 | 0.249 | 1940 |
| after CTS | 926 | 0.000298 | 0.249 | 1930 |
| after global routing | 926 | 0.000316 | 0.249 | 1750 |
| final | 926 | 0.000294 | 0.249 | 2000 |
==> layout by cell type (no fill, tap or decap), types with 2 or more instances in the layout <==
cell type                         instances
sky130_fd_sc_hd__nand2_1                 15
sky130_fd_sc_hd__o22ai_1                 23
sky130_fd_sc_hd__clkdlybuf4s50_1        288
sky130_fd_sc_hd__a21oi_1                  6
sky130_fd_sc_hd__mux2i_1                 31
sky130_fd_sc_hd__dlxtn_1                 32
sky130_fd_sc_hd__buf_4                    6
sky130_fd_sc_hd__nand3_1                  5
sky130_fd_sc_hd__a22o_1                   4
sky130_fd_sc_hd__conb_1                  32
sky130_fd_sc_hd__mux2_2                   5
sky130_fd_sc_hd__nor3_1                  28
sky130_fd_sc_hd__a41oi_1                  4
sky130_fd_sc_hd__nand2b_1                 4
sky130_fd_sc_hd__buf_2                    2
sky130_fd_sc_hd__mux4_2                  32
sky130_fd_sc_hd__a22oi_1                 23
sky130_fd_sc_hd__nor2_1                  28
sky130_fd_sc_hd__o22a_1                  23
Power figures rest on the tool's default switching activity, not on a simulated workload.
