File: design.v
`timescale 1ns / 1ps
module Regs(input clk,
			input rst,
			input [4:0] Rs1_addr, 
			input [4:0] Rs2_addr, 
			input [4:0] Wt_addr, 
			input [31:0] Wt_data, 
			input RegWrite, 
			output [31:0] Rs1_data, 
			output [31:0] Rs2_data,
			output [31: 0] Reg00,
			output [31: 0] Reg01,
			output [31: 0] Reg02,
			output [31: 0] Reg03,
			output [31: 0] Reg04,
			output [31: 0] Reg05,
			output [31: 0] Reg06,
			output [31: 0] Reg07,
			output [31: 0] Reg08,
			output [31: 0] Reg09,
			output [31: 0] Reg10,
			output [31: 0] Reg11,
			output [31: 0] Reg12,
			output [31: 0] Reg13,
			output [31: 0] Reg14,
			output [31: 0] Reg15,
			output [31: 0] Reg16,
			output [31: 0] Reg17,
			output [31: 0] Reg18,
			output [31: 0] Reg19,
			output [31: 0] Reg20,
			output [31: 0] Reg21,
			output [31: 0] Reg22,
			output [31: 0] Reg23,
			output [31: 0] Reg24,
			output [31: 0] Reg25,
			output [31: 0] Reg26,
			output [31: 0] Reg27,
			output [31: 0] Reg28,
			output [31: 0] Reg29,
			output [31: 0] Reg30,
			output [31: 0] Reg31
			);
	reg [31: 0] register [0: 31];
	integer i;
	assign Rs1_data = (Rs1_addr==0) ? 0 : register[Rs1_addr];
	assign Rs2_data = (Rs2_addr==0) ? 0 : register[Rs2_addr];
	always @(posedge clk or posedge rst) begin
		if (rst == 1)
			for (i=0; i<32; i=i+1)
				register[i] <= 0;
		else if (RegWrite == 1 && Wt_addr != 0)
			register[Wt_addr] <= Wt_data;
	end
	assign Reg00 = register[0];
	assign Reg01 = register[1];
	assign Reg02 = register[2];
	assign Reg03 = register[3];
	assign Reg04 = register[4];
	assign Reg05 = register[5];
	assign Reg06 = register[6];
	assign Reg07 = register[7];
	assign Reg08 = register[8];
	assign Reg09 = register[9];
	assign Reg10 = register[10];
	assign Reg11 = register[11];
	assign Reg12 = register[12];
	assign Reg13 = register[13];
	assign Reg14 = register[14];
	assign Reg15 = register[15];
	assign Reg16 = register[16];
	assign Reg17 = register[17];
	assign Reg18 = register[18];
	assign Reg19 = register[19];
	assign Reg20 = register[20];
	assign Reg21 = register[21];
	assign Reg22 = register[22];
	assign Reg23 = register[23];
	assign Reg24 = register[24];
	assign Reg25 = register[25];
	assign Reg26 = register[26];
	assign Reg27 = register[27];
	assign Reg28 = register[28];
	assign Reg29 = register[29];
	assign Reg30 = register[30];
	assign Reg31 = register[31];	
endmodule
File: run.sh
#!/bin/bash
# OpenROAD 26Q1-2900-gdf79404cd8, Yosys 0.63+post, stock flow scripts
make -C /OpenROAD-flow-scripts/flow DESIGN_CONFIG=/design/flow/config.mk WORK_HOME=/design/flow/orfs finish
File: config.mk
export PLATFORM = sky130hd
export DESIGN_NAME = Regs
export DESIGN_NICKNAME = Regs
export VERILOG_FILES = /design/flow/design.v
export SDC_FILE = /design/flow/constraint.sdc
export NUM_CORES = 4
export LEC_CHECK = 1
export CORE_AREA = 10 10 564 564
export DIE_AREA = 0 0 574 574
File: constraint.sdc
current_design Regs

set clk_period 6.8
set clk_io_pct 0.2

create_clock -name clk0 -period $clk_period [get_ports {clk}]

set non_clock_inputs [all_inputs -no_clocks]
set_input_delay [expr $clk_period * $clk_io_pct] -clock clk0 $non_clock_inputs
set_output_delay [expr $clk_period * $clk_io_pct] -clock clk0 [all_outputs]
==> run notes <==
Entering global routing, the biggest net connects 116 pins. The flow reports that combinational logic draws 25.5% of the design power. After detailed placement, the total cell area comes to 0.0705 sq mm. Counting flops per register, the top entry is register. The worst setup path is launched from a primary input. Layout-stage area growth over the synthesis result: 41.1%. The synthesized netlist occupies a cell area of 0.0529 sq mm.

The transition time of the tightest slew-check pin is 1.29 ns, and the TritonCTS sink count is 1024. The total area of multi-input combinational cells is 0.0255 sq mm, and the global router's overall resource usage is 31.0%. The count of nets left with antenna violations once routing finished came out at 0. Number of cells produced by synthesis: 4775. The run gives 0.0142 W for the internal power consumption.

The run finished, with violations left. The final reports fail on negative setup slack. Net switching is 37.4% of the power. With the total DRC errors in the routed layout at 0, the number of levels the H-tree was split into is 3.

The wire length recorded after detailed routing is 521000 um. In the final routed layout, each cell accounts on average for 52.0 um. The area of the synthesized netlist per yosys stat is 0.0529 sq mm.

For the leakage dissipation, the log shows 30.2 nW. TritonCTS built the clock tree. The tool flagged a number of max-cap violations equal to 0. The length of the first detailed-routing pass in iterations was 10.

The worst setup path is captured at a primary output. The layout has 32259 filler cells. Headroom to the max-slew limit came out at 11.7%. Warnings reported by Yosys during synthesis add up to 2.

The register with the most flip-flops in the layout has 1024 of them. The run gives 305 mW/mm^2 for the power density over the cells. For the area taken by flip-flops and latches, the log shows 0.0256 sq mm.

The number of synthesized register bits was 1024; the net switching component of the power was 0.00850 W. Routability congestion estimate: 1.01. According to the dpl log, the detail-placed design has an HPWL of 393000 um. After synthesis, the netlist uses 67 different library cells. The total overflow left after global routing is 0. The initial utilization of the core area, before any placement, comes to 17.3%. With the post-synth tally of flip-flops with integrated enable at 0, the chip footprint is 0.329 sq mm. The global-route wire length before repair is 654000 um, and the post-route fraction of the period consumed by the critical path is 101%.

The detailed router finished its first iteration with 8079 violations. By count the netlist is led by dfrtp_1 (1024), mux2_2 (994), nand3_1 (741). The post-layout worst setup margin was -0.0514 ns.

For reference, the final report shows the hold violation count at 0. Registers are responsible for 44.1% of the overall power. The peak ir drop on the vdd network came out at 213 uV. The clock skew after layout was 0 ns; the initial antenna violation count was 83. For the final instance area, the log shows 0.0747 sq mm. Yosys attributes the largest share of cell area to dfrtp_1 (48%), mux2_2 (21%), nand3_1 (7.0%).

Pins over their slew limit in the final report were tallied at 0. The report puts the hold buffer count at CTS at 0. The floorplan has 203 rows. The area inside the core boundary is 0.306 sq mm, and the mean post-synth cell area is 11.1 sq um.

The arrival time of data at the worst endpoint is listed as 5.49 ns. The synthesized design devotes to its leading area cell type 48.4% of total area. The tools report the number of setup violations in the final report as 1. The prevailing post-synth register cell was dfrtp_1. The run gives 0.146 GHz as the upper clock frequency limit.

The number of global-route vias before repair is 54424, and the yosys stat cell total is 4775. The share of final-layout standard cells stronger than drive strength 1 is 28.7%. For the required arrival time at the worst endpoint, the log shows 5.44 ns. The tools report the utilization after layout as 24.4%.

Detailed routing inserted a total of 55589 vias. The TritonCTS buffer count is 120. The registers reported with the highest flop counts are register (1024). The clock network burns 30.4% of the power. The critical-path maximum fanout works out to 38.

Across all stage logs, warnings added up to 35. For this run the top cell type by instance count after synthesis was dfrtp_1. The detail-routed via count per cell came out at 5.54. The count of input and output buffers was 1137. Of all flip-flops after synthesis, the portion carrying an async set or reset was 100%.

The path class of the tightest hold or removal check is flop to flop. Measured along the y axis, the die boundary spans 574 um. The clock insertion delay at the later pin of the skew report is 0.79 ns. The cell taking the most area after synthesis was dfrtp_1. The run gives 6.85 ns for the final period demand of the worst path. The root buffer cell chosen for the clock tree is clkbuf_16. For the number of buffers on the longest clock path, the log shows 3. In the setup report, the worst path falls into the class primary input to primary output. In this run the horizontal extent of the chip is 574 um.

Setup repair after global routing left no endpoint under its margin. The share of the Yosys chip area taken by registers is 48.4%. With the register clock-pin slew on the reported worst setup and hold paths at 0.06 ns, the count of pins on the block boundary is 1138.
logic make-up (layout without fill, tap and decap cells):
group	after synthesis	count (layout)	share of synthesized area, %
AND-OR/OR-AND	705	705	9.92
buffers and inverters	568	1688	4.65
flip-flops	1024	1024	48.4
multiplexers	1000	1000	21.3
other	0	33	0
AND/OR/NAND/NOR	1478	1478	15.8
final timing paths:
kind                                       from          endpoint  slack, ns  cells past startpoint
worst max-delay path                Rs1_addr[1]      Rs1_data[14]      -0.05                      9
worst min-delay path             register[0][6]    register[0][6]       0.37                      0
worst max register to register  register[29][7]   register[29][7]       5.63                      1
worst min register to register   register[0][6]    register[0][6]       0.37                      0
max in group asynchronous                   rst   register[13][6]       3.83                      5
min in group asynchronous                   rst  register[24][21]       1.25                      3
metrics by stage:
stage	std cells	total power (W)	hold slack, ns	setup TNS, ns	setup WS (ns)
floorplan	4775	0.00961	0.405	-8882.11	-8.67
global placement	9771	0.0159	0.364	0	0.148
detailed placement	9771	0.0158	0.364	0	0.130
CTS	9995	0.0228	0.378	0	0.106
global route	9998	0.0233	0.386	0	0.000588
finish	10028	0.0227	0.374	-0.0514	-0.0514
per-layer routing:
metal / GRT usage [%] / wire, um / up-vias / part of all wire (%)
li1: - / - / 20435 / -
met4: 14.6 / 33400 / 30 / 6.4
met2: 45.3 / 222000 / 4825 / 43
met3: 16.3 / 70500 / 1247 / 14
met5: 0.0143 / 203 / - / 0.039
met1: 37.9 / 195000 / 29052 / 37
critical path: stages:
cell and delay, ns:
buf_2 0.57, nor2b_4 0.32, buf_4 0.44, buf_4 0.57, nand3_1 0.39, o211ai_1 0.46, nor4_1 0.16, a31oi_1 0.45
clkdlybuf4s50_1 0.58
what timing repair did:
action,4_1_cts,5_1_grt
endpoints found under the setup margin,0,1
buffers inserted,0,0
hold endpoints to repair,0,0
gates resized,0,1
final cells by class:
class | count | share of cell area [%]
flip-flops and latches | 1024 | 34.3
multi-input cells | 3183 | 34.1
repair buffers | 1452 | 19.0
well taps | 4100 | 6.87
clock buffers | 158 | 4.52
clock inverters | 66 | 1.01
diodes | 33 | 0.111
inverters | 12 | 0.0653
layout by cell type, fill, tap and decap left out, drive strengths merged, types with 50 or more instances in the layout:
| cell type | count |
|---|---|
| clkdlybuf4s50 | 1111 |
| dfrtp | 1024 |
| mux2 | 995 |
| nand3 | 741 |
| buf | 341 |
| a22oi | 327 |
| nand4 | 213 |
| and3 | 193 |
| clkbuf | 158 |
| a21oi | 97 |
| a31oi | 60 |
| a2111oi | 50 |
power by group through the flow:
| stage | Combinational [W] | Sequential [W] | Clock [W] |
|---|---|---|---|
| finish | 0.00581 | 0.0100 | 0.00691 |
| global route | 0.00611 | 0.0100 | 0.00721 |
| CTS | 0.00588 | 0.00992 | 0.00698 |
Power figures rest on the tool's default switching activity, not on a simulated workload.
